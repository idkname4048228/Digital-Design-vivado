==> flow/config.mk <==
export PLATFORM = sky130hd
export DESIGN_NAME = two_bits_decimal_adder
export DESIGN_NICKNAME = two_bits_decimal_adder
export VERILOG_FILES = /design/flow/design.v
export SDC_FILE = /design/flow/constraint.sdc
export NUM_CORES = 4
export LEC_CHECK = 1
export CORE_AREA = 10 10 70 70
export DIE_AREA = 0 0 80 80
==> flow/design.v <==
module FourAdder(	
		input [3:0] A,
		input [3:0] B,
		input Cin,
		output [3:0] So,
		output Cout
	);
	wire Net1, Net2, Net3;
	FullAdder
	u1_FullAdder(.A(A[0]), .B(B[0]), .Cin(Cin), .So(So[0]), .Cout(Net1));
	FullAdder
    u2_FullAdder(.A(A[1]), .B(B[1]), .Cin(Net1), .So(So[1]), .Cout(Net2));
    FullAdder
    u3_FullAdder(.A(A[2]), .B(B[2]), .Cin(Net2), .So(So[2]), .Cout(Net3));
    FullAdder
    u4_FullAdder(.A(A[3]), .B(B[3]), .Cin(Net3), .So(So[3]), .Cout(Cout));
endmodule	
module FullAdder(
		input A,
		input B,
		input Cin,
		output So,
		output Cout
	);
	wire net1, net2, net3, net4, net5;
	xor u0(net1, Cin, A);
	xor u1(So, net1, B);
	and u2(net2, Cin, A);
	and u3(net3, Cin, B);
	and u4(net4, A, B);
    or u5(net5, net2, net3);
    or u6(Cout, net4, net5);
endmodule
module decimal_adder(
    input [3:0]augend,
    input [3:0]addend,
    input Cin,
    output [3:0]sum,
    output Cout
    );
    wire K;
    wire [3:0] Z;
    FourAdder first(
        .A({augend[3], augend[2], augend[1], augend[0]}),
        .B({addend[3], addend[2], addend[1], addend[0]}),
        .Cin(Cin),
        .Cout(K),
        .So({Z[3], Z[2], Z[1], Z[0]})
    );
    wire net1, net2, net3;
    wire test;
    and(net1, Z[3], Z[2]);
    and(net2, Z[3], Z[1]);
    or(net3, net1, net2);
    or(test, K, net3);
    FourAdder second(
        .A({Z[3], Z[2], Z[1], Z[0]}),
        .B({1'b0, test, test, 1'b0}),
        .Cin(0),
        .So({sum[3], sum[2], sum[1], sum[0]})
    );
    assign Cout = test;
endmodule
module two_bits_decimal_adder(
        input [7:0]augend,
        input [7:0]addend,
        input Cin,
        output [7:0]sum,
        output Cout
    );
    wire net1;
    decimal_adder u1(
           .augend({augend[3], augend[2], augend[1], augend[0]}), 
           .addend({addend[3], addend[2], addend[1], addend[0]}), 
           .Cin(Cin), 
           .sum({sum[3], sum[2], sum[1], sum[0]}), 
           .Cout(net1)
        );
    decimal_adder u2(
       .augend({augend[7], augend[6], augend[5], augend[4]}), 
       .addend({addend[7], addend[6], addend[5], addend[4]}), 
       .Cin(net1), 
       .sum({sum[7], sum[6], sum[5], sum[4]}), 
       .Cout(Cout)
    );
endmodule
==> flow/run.sh <==
#!/bin/bash
# OpenROAD 26Q1-2900-gdf79404cd8, Yosys 0.63+post, stock flow scripts
make -C /OpenROAD-flow-scripts/flow DESIGN_CONFIG=/design/flow/config.mk WORK_HOME=/design/flow/orfs finish
==> flow/constraint.sdc <==
current_design two_bits_decimal_adder

set clk_period 11.6
set clk_io_pct 0.2

create_clock -name clk0 -period $clk_period

set non_clock_inputs [all_inputs -no_clocks]
set_input_delay [expr $clk_period * $clk_io_pct] -clock clk0 $non_clock_inputs
set_output_delay [expr $clk_period * $clk_io_pct] -clock clk0 [all_outputs]
==> flow_metrics.py <==
# Synthesis and PnR figures
metrics = {
    "min_path": {
        "hold_path.class": "in2out",
        "hold_depth": 5,
        "hp-start": "addend[0]",
        "hold-path-endpoint": "sum[0]",
    },
    "layout": {
        "drive_gt1_frac": 0.0282,
        "seq_cells": 0,
        "clock_buffers": 0,
        "ff_latch_area_um2": 0,
        "fin_util": 0.206,
        "area_growth_pct": 57.9,
        "fin_cells": 117,
        "layout.cells.most_common": "clkdlybuf4s50_1",
        "lay_top_cells": "clkdlybuf4s50_1, inv_1, fa_1",
        "fill_cells": 391,
        "mi_logic_area_um2": 310,
    },
    "setup_path": {
        "crit_fanout": 4,
        "path_delay_family": "adder cells",
        "cp_cell_sequence": "clkdlybuf4s50_1, inv_1, fa_1, fa_1, fa_1, fa_1, a21o_1, nand2_1, fa_1, inv_1, fa_1, fa_1, inv_1, fa_1, a21o_1, ha_1, ha_1, o32ai_1, clkdlybuf4s50_1",
        "critical_path.slowest_cell": "clkdlybuf4s50_1",
        "cp-startpoint": "Cin",
        "crit_type": "in2out",
        "cp_data_arrival_time_ns": 7.71,
        "cp-start-kind": "primary input",
        "crit_top_cell": "fa_1",
        "critical_path_depth": 19,
        "endpoint_kind": "output pin",
        "worst-path-buf-inv": 5,
        "crit_required_ns": 9.28,
        "crit_path_max_incr_delay_ns": 0.52,
    },
    "floorplan": {
        "rows": 21,
        "pin_count": 26,
        "fp.dieW_um": 80,
        "core_um2": 3420,
        "die_h_um": 80,
        "die_area_um2": 6400,
        "fp_util": 0.130,
    },
    "timing": {
        "max_slew_margin": 0.834,
        "fmax_mhz": 99.7,
        "rsz0062_at_grt": "false",
        "layout_min_cycle_time_ns": 10.03,
        "setup_viol": 0,
        "fin_setup_tns_ns": 0,
        "post-route-period-util": 0.865,
        "tightest_slew_ns": 0.246,
        "hold_viol_final": 0,
        "report.final.slew_viol_count": 0,
    },
    "yosys": {
        "ys_seq_share": 0,
        "area_leaders": "fa_1, inv_1, ha_1",
        "ys.warnings.count": 1,
        "netlist_area_um2": 445,
        "syn_inst": 53,
        "synth_cell_types": 13,
        "yosys.stat.chipArea_um2": 445,
        "avgSynthCellArea_um2": 8.40,
        "ys_cells": 53,
        "synth.top_cell.area_share": 0.360,
        "top_area_cell": "fa_1",
    },
    "place": {
        "io_buffers": 26,
        "hpwl_um": 958,
        "place_inst": 117,
        "routabilityCongestion": 0.825,
    },
    "routing": {
        "wl_per_cell_um": 8.27,
        "drtAntennaViolNets": 0,
        "via_count": 363,
        "dr.pass1.iters": 1,
        "via_per_inst": 3.10,
        "drt_iter0_markers": 0,
        "n_antenna_cell": 0,
        "drc": 0,
        "wl_um": 968,
    },
    "global_route": {
        "grt_pass1_vias": 370,
        "antenna_found_initial": 0,
        "grt_pass1_wl_um": 1540,
        "grt-ovfl-total": 0,
        "grt_use_total": 0.0282,
        "grt_start_max_net_pins": 5,
    },
    "power_and_ir_drop": {
        "power_switching_mw": 0.0201,
        "ir_drop_uv": 19.0,
        "p_int_mw": 0.0390,
        "p_per_area_nw_per_um2": 83.9,
        "clkPwrFrac": 0,
        "seqPwrFrac": 0,
        "pwr-share-comb": 1.000,
        "p_leak_nw": 0.343,
        "switching_share": 0.340,
    },
    "clocking": {
        "cts_resized": 0,
        "post-cts-setup-buffers": 0,
        "cts_hold_buf": 0,
    },
    "flow_run": {
        "cap_violations": 0,
        "tool_warnings": 33,
    },
    "run_status": {
        "status": "finished clean",
    },
}
-- metrics by stage --
| stage | setup WS, ns | hold slack, ns | area, µm² | power (mW) |
|---|---|---|---|---|
| 2_1_floorplan | 2.56 | 4.86 | 445 | 0.0405 |
| 3_3_place_gp | 1.52 | 5.69 | 703 | 0.0612 |
| 3_5_place_dp | 1.51 | 5.68 | 703 | 0.0612 |
| 4_1_cts | 1.50 | 5.68 | 703 | 0.0617 |
| 5_1_grt | 1.35 | 5.71 | 703 | 0.0668 |
| 6_report | 1.57 | 5.67 | 703 | 0.0590 |
-- worst max path at each step --
stage,end
5_1_grt,sum[7]
6_report,sum[7]
4_1_cts,sum[7]
-- kinds of logic (layout without fill, tap and decap cells) --
kind of cell,count (synthesis),after routing,share of synthesized area
buf+inv,28,46,0.303
fa+ha+maj,13,13,0.500
compound gates,6,6,0.124
simple gates,4,4,0.0337
xor+xnor,2,2,0.0393
-- per-layer routing --
metal  GRT usage  up-vias  part of all wire
li1            -      184                 -
met1      0.0358      161              0.48
met2      0.0482       18              0.40
met3     0.00909        0              0.12
met4           0        0                 0
met5           0        -                 0
-- cell usage after synthesis --
library cell	number
o31ai_1	1
inv_1	19
a211oi_1	1
o32ai_1	1
nand2_1	3
a21o_1	2
ha_1	5
inv_2	1
o41ai_2	1
fa_1	8
nor2_1	1
buf_4	8
xor2_1	2
-- cell type report --
| class | count | area share |
|---|---|---|
| tap | 46 | 0.0819 |
| inverter | 20 | 0.107 |
| timing repair buffer | 26 | 0.370 |
| multi-input combinational | 25 | 0.441 |
-- power by group through the flow --
stage	clock network, mW	registers (mW)	logic, mW
global route	0	0	0.0668
finish	0	0	0.0590
CTS	0	0	0.0617
Power is estimated from default activity; no workload was simulated.
