### run.sh
#!/bin/bash
# OpenROAD 26Q1-2900-gdf79404cd8, Yosys 0.63+post, stock flow scripts
make -C /OpenROAD-flow-scripts/flow DESIGN_CONFIG=/design/flow/config.mk WORK_HOME=/design/flow/orfs finish
### config.mk
export PLATFORM = sky130hd
export DESIGN_NAME = four_to_sixteen_decoder
export DESIGN_NICKNAME = four_to_sixteen_decoder
export VERILOG_FILES = /design/flow/design.v
export SDC_FILE = /design/flow/constraint.sdc
export NUM_CORES = 4
export LEC_CHECK = 1
export CORE_AREA = 10 10 70 70
export DIE_AREA = 0 0 80 80
### constraint.sdc
current_design four_to_sixteen_decoder

set clk_period 1.0
set clk_io_pct 0.2

create_clock -name clk0 -period $clk_period

set non_clock_inputs [all_inputs -no_clocks]
set_input_delay [expr $clk_period * $clk_io_pct] -clock clk0 $non_clock_inputs
set_output_delay [expr $clk_period * $clk_io_pct] -clock clk0 [all_outputs]
### design.v
module four_to_sixteen_decoder(
		input [3:0] A,
		output [7:0] B,
		output [7:0] C
    );
    decoder u1(
        .A({~A[3], A[2], A[1], A[0]}),
        .B({B[7], B[6], B[5], B[4], B[3], B[2], B[1], B[0]})
    );
    decoder u2(
        .A({A[3], A[2], A[1], A[0]}),
        .B({C[7], C[6], C[5], C[4], C[3], C[2], C[1], C[0]})
    );
endmodule
module decoder(	
		input [3:0] A,
		output [7:0] B
	);
	wire net1, net2, net3, net4, net5, net6, net7, net8;
	wire net11, net12, net13, net14, net15, net16, net17, net18;
    and(net1, ~A[0], ~A[1]);
    and(net11, ~A[2], A[3]);
    and(B[0], net1, net11);
    and(net2, A[0], ~A[1]);
    and(net12, A[3], ~A[2]);
    and(B[1], net2, net12);
    and(net3, ~A[0], A[1]);
    and(net13, A[3], ~A[2]);
    and(B[2], net3, net13);
    and(net4, A[0], A[1]);
    and(net14, A[3], ~A[2]);
    and(B[3], net4, net14);
    and(net5, ~A[0], ~A[1]);
    and(net15, A[3], A[2]);
    and(B[4], net5, net15);
    and(net6, A[0], ~A[1]);
    and(net16, A[3], A[2]);
    and(B[5], net6, net16);
    and(net7, ~A[0], A[1]);
    and(net17, A[3], A[2]);
    and(B[6], net7, net17);
    and(net8, A[0], A[1]);
    and(net18, A[3], A[2]);
    and(B[7], net8, net18);
endmodule	
==> GITHUB_STEP_SUMMARY <==
## Synthesis and layout report

| Metric | Value |
|---|---|
| WL/cell | 13.0 um |
| Final Instance Count excl. Fillers | 106 |
| Die Size | 6400 um^2 |
| # placed instances | 86 |
| Crit path kind | primary input to primary output |
| Part of the power in registers | 0 |
| Final core occ | 0.235 |
| Leakage | 0.000395 uW |
| Global placement routability congestion | 0.686 |
| Mean post-synth cell area | 13.8 um^2 |
| Reg area | 0 um^2 |
| Slew HR | 0.879 |
| Setup violations, final | 16 |
| OpenROAD warning count | 34 |
| Slowest CP cell | nor4b_4 |
| Die Y | 80 um |
| DP Area | 569 um^2 |
| Count of different cell masters after synthesis | 7 |
| Synth Warn # | 0 |
| Via density | 3.37 |
| WHS | 0.742 ns |
| Max_cap viols | 0 |
| CP arrival | 0.97 ns |
| CP Capture Type | primary output |
| Post-DP HPWL | 692 um |
| Cycle use final | 1.17 |
| Fmax | 854 MHz |
| Synth Seq Share | 0 |
| Overall routing resource usage | 0.0425 |
| Crit path DRT | 0.80 ns |
| Max-area cell share | 0.344 |
| Placement Setup Slack | -0.847 ns |
| Outcome | complete, but fails checks |
| Core Area | 3420 um^2 |
| Setup WS post-layout | -0.171 ns |
| Worst hold path type | primary input to primary output |
| P_sw | 92.1 uW |
| Period minus WS final | 1.17 ns |
| ANT nets after route | 0 |
| Vias after detailed routing | 357 |
| Vias in the first global route | 368 |
| CP top delay family | buffers and inverters |
| Final hold viol count | 0 |
| Hold-fix buffers at CTS | 0 |
| Synthesized netlist cell count | 20 |
| Area delta synth->final | 190% |
| Crit path launch type | primary input |
| Comb power frac | 1.000 |
| PD cells | 357 nW/um^2 |
| Crit path buffers/inverters | 5 |
| Pint | 195 uW |
| # DRC | 0 |
| Initial DRC Count | 11 |
| Most frequent logic cell in the layout | buf_2 |
| Max-slew violation count | 0 |
| Largest net degree at the start of global routing | 9 |
| Yosys Chip Area | 277 um^2 |
| Net Sw Frac | 0.321 |
| Design area | 803 um^2 |
| Flop Count | 0 |
| Die Span X | 80 um |
| Mapped Area | 277 um^2 |
| Least-Margin Pin Slew | 0.180 ns |
| RSZ-0062 raised after global routing | yes |
| DRT Pass-1 Iters | 2 |
| Cell type with the largest total area | nor4b_4 |
| Row count | 21 |
| Top cells, area | nor4b_4 (34%), and4bb_1 (18%), buf_6 (16%) |
| VDD IR max | 0.181 mV |
| IO Pins | 20 |
| Most numerous logic cells after layout | buf_2 (16), buf_6 (12), buf_12 (6) |
| Critical path peak fanout | 7 |
| Final Routed Wirelength | 1380 um |
| N_diodes | 0 |
| Buffers on Ports | 20 |
| Cell Chain, Critical Path | buf_12 > buf_12 > buf_6 > buf_6 > nor4b_4 > buf_2 |
| Initial antenna violation count | 0 |
| Starting Density | 0.0810 |
| First-pass GRT wire length | 2120 um |
| Yosys Instances | 20 |
| Slowest cell delay on critical path | 0.19 ns |
| GRT Residual Overflow | 0 |
| Share of cells above drive strength 1 | 0.850 |
| Clock network power share | 0 |
| # clk buffers | 0 |
| Failing checks | negative setup slack |
==> layer usage <==
layer  wire length [um]  track usage  share of wire
met3                148       0.0159           0.11
met4                  0            0              0
met2                455       0.0474           0.33
met5                  0            0              0
met1                775       0.0732           0.56
==> path summary, 6_finish.rpt <==
kind / to / startpoint / cells past startpoint / slack [ns]
worst max-delay path: B[2] / A[2] / 6 / -0.17
worst min-delay path: B[0] / A[0] / 4 / 0.74
==> final cells by class <==
type	instances	area, um^2
Fill cell	375	2610
Multi-Input combinational cell	16	240
Timing Repair Buffer	44	505
Tap cell	46	57.6
==> logic make-up after synthesis <==
kind of cell  count (synthesis)  share of synthesized area
buf+inv                       4                      0.163
simple gates                 16                      0.837
==> metrics by stage <==
stage / power [uW] / setup TNS, ns
6_report: 287 / -1.22
5_1_grt: 305 / -1.77
4_1_cts: 277 / -1.32
3_5_place_dp: 159 / -12.44
3_3_place_gp: 157 / -12.32
2_1_floorplan: 71.6 / 0
==> worst min-delay path: cells and delay by family <==
kind                   cells  cell delay [ns]
and+or+nand+nor            1             0.04
buffers and inverters      3             0.30
==> power by group through the flow <==
| stage | clock [uW] | combinational [uW] | sequential [uW] |
|---|---|---|---|
| after global routing | 0 | 305 | 0 |
| final | 0 | 287 | 0 |
| after CTS | 0 | 277 | 0 |
==> cell usage after synthesis (all sizes together) <==
cell / instances
and4bb: 6
and4b: 4
nor4: 1
nor4b: 4
and4: 1
buf: 4
==> timing repair <==
action                                  CTS  global route
gates resized                            92             3
hold endpoints to repair                  0             0
pin swaps                                12             6
buffers inserted                         14             2
cloned                                    4             0
endpoints found under the setup margin   16            15
No activity file was given, so power comes from the tool's default toggle rates.
