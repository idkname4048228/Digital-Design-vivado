==> design/flow/design.v <==
module FourAdder(	
		input [3:0] A,
		input [3:0] B,
		input Cin,
		output [3:0] So,
		output Cout
	);
	wire Net1, Net2, Net3;
	FullAdder
	u1_FullAdder(.A(A[0]), .B(B[0]), .Cin(Cin), .So(So[0]), .Cout(Net1));
	FullAdder
    u2_FullAdder(.A(A[1]), .B(B[1]), .Cin(Net1), .So(So[1]), .Cout(Net2));
    FullAdder
    u3_FullAdder(.A(A[2]), .B(B[2]), .Cin(Net2), .So(So[2]), .Cout(Net3));
    FullAdder
    u4_FullAdder(.A(A[3]), .B(B[3]), .Cin(Net3), .So(So[3]), .Cout(Cout));
endmodule	
module FullAdder(
		input A,
		input B,
		input Cin,
		output So,
		output Cout
	);
	wire net1, net2, net3, net4, net5;
	xor u0(net1, Cin, A);
	xor u1(So, net1, B);
	and u2(net2, Cin, A);
	and u3(net3, Cin, B);
	and u4(net4, A, B);
    or u5(net5, net2, net3);
    or u6(Cout, net4, net5);
endmodule
module four_and_three_mulitipiler(
        input [3:0]A,
        input [3:0]B,
        output [7:0]C
    );
    wire net1, net2, net3;
    wire net4, net5, net6, net7;
    wire net8, net9, net10, net11;
    wire net12, net13, net14, net15;
    wire [3:0] Y, Z;
    one_bit_mulipier first_mulipier(
        .multiplier( A[0] ),
        .multiplicand( {B[3], B[2], B[1], B[0]} ),
        .sum( {net3, net2, net1, C[0]} )
    );
    one_bit_mulipier second_mulipier(
        .multiplier( A[1] ),
        .multiplicand( {B[3], B[2], B[1], B[0]} ),
        .sum( {net7, net6, net5, net4} )
    );
    one_bit_mulipier third_mulipier(
        .multiplier( A[2] ),
        .multiplicand( {B[3], B[2], B[1], B[0]} ),
        .sum( {net11, net10, net9, net8} )
    );
    one_bit_mulipier fourh_mulipier(
        .multiplier( A[3] ),
        .multiplicand( B ),
        .sum( {net15, net14, net13, net12} )
    );
    FourAdder first(
        .A({1'b0, net3, net2, net1}),
        .B({net7, net6, net5, net4}),
        .So({Z[2:1], Z[0], C[1]}),
        .Cin(0),
        .Cout(Z[3])
    );
    FourAdder second(
        .A({Z[3], Z[2], Z[1], Z[0]}),
        .B({net11, net10, net9, net8}),
        .So({Y[2], Y[1], Y[0], C[2]}),
        .Cin(0),
        .Cout(Y[3])
    );
    FourAdder third(
        .A({Y[3], Y[2], Y[1], Y[0]}),
        .B({net15, net14, net13, net12}),
        .So({C[6], C[5], C[4], C[3]}),
        .Cin(0),
        .Cout(C[7])
    );
endmodule
module one_bit_mulipier(
        input multiplier,
        input [3:0]multiplicand,
        output [3:0]sum
    );
    and(sum[0], multiplier, multiplicand[0]);
    and(sum[1], multiplier,  multiplicand[1]);
    and(sum[2], multiplier, multiplicand[2]);
    and(sum[3], multiplier, multiplicand[3]);
endmodule
==> design/flow/run.sh <==
#!/bin/bash
# OpenROAD 26Q1-2900-gdf79404cd8, Yosys 0.63+post, stock flow scripts
make -C /OpenROAD-flow-scripts/flow DESIGN_CONFIG=/design/flow/config.mk WORK_HOME=/design/flow/orfs finish
==> design/flow/config.mk <==
export PLATFORM = sky130hd
export DESIGN_NAME = four_and_three_mulitipiler
export DESIGN_NICKNAME = four_and_three_mulitipiler
export VERILOG_FILES = /design/flow/design.v
export SDC_FILE = /design/flow/constraint.sdc
export NUM_CORES = 4
export LEC_CHECK = 1
export CORE_AREA = 10 10 70 70
export DIE_AREA = 0 0 80 80
==> design/flow/constraint.sdc <==
current_design four_and_three_mulitipiler

set clk_period 4.4
set clk_io_pct 0.2

create_clock -name clk0 -period $clk_period

set non_clock_inputs [all_inputs -no_clocks]
set_input_delay [expr $clk_period * $clk_io_pct] -clock clk0 $non_clock_inputs
set_output_delay [expr $clk_period * $clk_io_pct] -clock clk0 [all_outputs]
==> run_results.csv <==
group,metric,value,unit
final_timing,setup_ws,-0.669,ns
setup_path,start_kind,"primary input",
floorplan,ios,16,
final_timing,finalCritPeriodShare,115,%
detailed_routing,wl_per_cell,8.21,um
final_timing,max_slew_margin,93.5,%
cells_and_area,final_util,18.4,%
grt,grt_first_pass_wirelength,1.65,mm
yosys,ys_chip_area,385,sq um
yosys,syn-cell-area,385,sq um
detailed_routing,detail-route-antenna-nets,0,
yosys,synth.top_cell.area_share,41.6,%
final_timing,rsz0062_at_grt,"yes",
place,port_buffers,16,
floorplan,die_y,80,um
place,place_inst,105,
setup_path,startpoint,"A[0]",
yosys,ys_types,6,
grt,grt_max_degree,5,
detailed_routing,vias,303,
setup_path,max_stage_delay,0.52,ns
cells_and_area,design_area,629,sq um
grt,grt_pass1_vias,372,
final_timing,worst_pin_slew,0.0975,ns
yosys,largest_area_cell,"fa_1",
yosys,avgSynthCellArea,8.96,sq um
yosys,adder_share,54.5,%
yosys,yosys-top-cells-area,"fa_1 42%, and2_1 21%, buf_4 14%, ha_1 13%, inv_1 7.8%",
detailed_routing,viasPerCell,2.89,
place,postPlaceCellArea,633,sq um
final_timing,slew_violations,0,
detailed_routing,drt-total-wl,862,um
pwr,ir_worst_vdd,0.0000241,V
final_timing,finalSetupViolCount,3,
outcome,violations,"negative setup slack",
final_timing,whs,2.36,ns
grt,grt.total_usage,3.10,%
final_timing,setup_tns,-1.51,ns
floorplan,rows,21,
grt,grt_overflow_total,0,
clock_network,cts_hold_buf,0,
setup_path,worst_setup_path_end_kind,"primary output",
cells_and_area,flops,0,
yosys,yosysWarnings,3,
final_timing,fin_crit,5.07,ns
cells_and_area,nFillCells,381,
cells_and_area,fin_cells,105,
setup_path,cp_max_fo,4,
floorplan,chipArea,6400,sq um
worst_hold_path,worstHoldPathType,"primary input to primary output",
setup_path,cpMostUsedCell,"fa_2",
cells_and_area,drive_gt1_share,45.8,%
yosys,yosys-stat-cells,43,
pwr,p_leak,0.278,nW
cells_and_area,syn2layout_area_growth,63.3,%
yosys,synthXorXnorAreaFrac,0,%
yosys,syn_inst,43,
final_timing,hold_viol_final,0,
setup_path,cp_slowest_cell,"fa_1",
detailed_routing,dr.pass1.iters,2,
flow_run,maxCapViolations,0,
setup_path,worstPathArrival,4.19,ns
grt,antenna_found_initial,0,
worst_hold_path,hold_start,"B[1]",
setup_path,critPathKind,"primary input to primary output",
yosys,ys_sh_aoi,0,%
setup_path,required,3.52,ns
place,dp_hpwl,824,um
floorplan,die_width,80,um
outcome,status,"finished, violations left",
setup_path,path_delay_family,"adder cells",
yosys,yosysSeqAreaShare,0,%
final_timing,max_freq,197,MHz
yosys,mux_share,0,%
floorplan,fp_util,11.3,%
yosys,netlist_top_cells_count,"13 x and2_1, 8 x fa_1, 8 x inv_1, 7 x buf_4, 4 x ha_1",
cells_and_area,flop_area,0,sq um
setup_path,crit_buf_inv,6,
floorplan,core,3420,sq um
detailed_routing,drtIter0Drc,8,
cells_and_area,n_clock_buffer,0,
detailed_routing,insertedDiodeCount,0,
pwr,p_per_area,108,nW/um^2
detailed_routing,drc,0,
yosys,topCombFamilyByArea,"adder cells",
place,gp_congestion,0.737,
yosys,most_common_cell,"and2_1",
flow_run,tool_warnings,35,
setup_path,path_cells,"buf_8 > and2_4 > ha_4 > fa_2 > fa_1 > fa_2 > inv_2 > fa_2 > fa_1 > inv_2 > fa_2 > inv_2 > fa_1 > inv_1 > buf_2",
yosys,ys_sh_simple,24.0,%
-- placed cells by master (no fill, tap or decap) --
cell type | netlist | layout
nand2_1 | 3 | 3
buf_2 | 0 | 3
and2_1 | 13 | 10
fa_1 | 8 | 3
clkdlybuf4s50_1 | 0 | 7
buf_4 | 7 | 7
buf_8 | 0 | 1
inv_1 | 8 | 4
clkdlybuf4s15_1 | 0 | 2
ha_4 | 0 | 1
and2_4 | 0 | 3
inv_2 | 0 | 4
ha_1 | 4 | 3
buf_6 | 0 | 3
fa_2 | 0 | 5
-- power by group --
group | internal (mW) | total, mW | switching [mW] | leakage, nW
registers | 0 | 0 | 0 | 0
clock network | 0 | 0 | 0 | 0
logic | 0.0430 | 0.0681 | 0.0251 | 0.278
total | 0.0430 | 0.0681 | 0.0251 | 0.278
-- cells by family after synthesis --
group / count (synthesis)
AND/OR/NAND/NOR: 16
buffers and inverters: 15
adder cells (fa/ha/maj): 12
-- final timing paths --
path | to | slack [ns] | cells after the start
worst max-delay path | C[6] | -0.67 | 15
worst min-delay path | C[4] | 2.36 | 5
-- repair_timing --
item | CTS | global route
buffers inserted | 0 | 0
pin swaps | 10 | 12
resized | 32 | 5
setup endpoints to repair | 5 | 4
-- worst min-delay path: cells and delay by family --
| kind | cells | cell delay, ns |
|---|---|---|
| adders and majority gates | 1 | 0.19 |
| buffers and inverters | 3 | 0.26 |
| and+or+nand+nor | 1 | 0.14 |
-- metrics by stage --
stage / setup WS, ns / power [mW]
final: -0.669 / 0.0681
after global routing: -0.843 / 0.0818
after CTS: -0.811 / 0.0700
after detailed placement: -1.47 / 0.0781
after global placement: -1.47 / 0.0789
after floorplan: -0.497 / 0.0470
-- metal layers --
metal / wire, um / vias up / share of wire [%] / global-route usage [%]
li1: - / 150 / - / -
met1: 390 / 145 / 45 / 3.84
met2: 428 / 8 / 50 / 5.70
met3: 44 / 0 / 5.1 / 0.568
met4: 0 / 0 / 0 / 0
met5: 0 / - / 0 / 0
-- final cells by class --
class / instances / area [sq um] / share of cell area [%]
well taps: 46 / 57.6 / 9.15
inverters: 8 / 30.0 / 4.77
multi-input cells: 28 / 335 / 53.3
repair buffers: 23 / 206 / 32.8
No activity file was given, so power comes from the tool's default toggle rates.
